[flow/config.mk]
export PLATFORM = sky130hd
export DESIGN_NAME = video_top
export DESIGN_NICKNAME = video_top
export VERILOG_FILES = /design/flow/design.v
export SDC_FILE = /design/flow/constraint.sdc
export NUM_CORES = 4
export LEC_CHECK = 1
export CORE_UTILIZATION = 30
export SYNTH_HDL_FRONTEND = slang
export SYNTH_MEMORY_MAX_BITS = 65536
[flow/constraint.sdc]
current_design video_top

set clk_period 268.5
set clk_io_pct 0.2

create_clock -name clk0 -period $clk_period [get_ports {CLK_i}]

set non_clock_inputs [all_inputs -no_clocks]
set_input_delay [expr $clk_period * $clk_io_pct] -clock clk0 $non_clock_inputs
set_output_delay [expr $clk_period * $clk_io_pct] -clock clk0 [all_outputs]
[flow/design.v]
module sp_ram_512x18b
(
    input         clock,
    input         rden,
    input         wren,
    input   [8:0] address,
    input  [17:0] data,
    output [17:0] q
);
    parameter string INIT_FILE = "NONE";
    reg [17:0] r_ram [0:511];
    initial begin : RAM_INIT
        integer _i;
        integer _v;
        if (INIT_FILE == "NONE") begin
            for (_i = 0; _i < 512; _i = _i + 1) begin
                r_ram[_i] = 18'b0;
            end
        end
        else if (INIT_FILE == "RAND") begin
            for (_i = 0; _i < 512; _i = _i + 1) begin
                _v = $random();
                r_ram[_i] = _v[17:0];
            end
        end
        else begin
            $readmemh(INIT_FILE, r_ram);
        end
    end
    always@(posedge clock) begin : WR_PORT
        if (wren) begin
            r_ram[address] <= data;
        end
    end
    reg [17:0] r_q_p1;
    reg [17:0] r_q_p2;
    always@(posedge clock) begin : RD_PORT
        if (rden) begin
            r_q_p1 <= r_ram[address];
        end
        r_q_p2 <= r_q_p1;
    end
    assign q = r_q_p2;
endmodule
module video_gen
(
    input        RST_i,
    input        CLK_i,      
    output [2:0] VID_HVD_o   
);
    localparam HTOTAL  = 858;  
    localparam VTOTAL  = 525;  
    localparam HACTIVE = 720;
    localparam VACTIVE = 480;
    localparam HS_STRT =  16;
    localparam HS_STOP =  78;
    localparam VS_STRT =  9;
    localparam VS_STOP =  15;
    localparam HBLANK = HTOTAL - HACTIVE;
    localparam VBLANK = VTOTAL - VACTIVE;
    reg [9:0] r_hctr_p0;  
    reg [9:0] r_vctr_p0;  
    reg       r_eol_p0;   
    reg       r_eof_p0;   
    always@(posedge CLK_i) begin : HV_COUNTER_P0
        if (RST_i) begin
            r_hctr_p0 <= 10'd0;
            r_vctr_p0 <= 10'd0;
            r_eol_p0  <= 1'b0;
            r_eof_p0  <= 1'b0;
        end
        else begin
            if (r_eol_p0) begin
                if (r_eof_p0) begin
                    r_vctr_p0 <= 10'd0;
                end
                else begin
                    r_vctr_p0 <= r_vctr_p0 + 10'd1;
                end
                r_hctr_p0 <= 10'd0;
            end
            else begin
                r_hctr_p0 <= r_hctr_p0 + 10'd1;
            end
            r_eol_p0  <= (r_hctr_p0 == (HTOTAL[9:0] - 10'd2)) ? 1'b1 : 1'b0;
            r_eof_p0  <= (r_vctr_p0 == (VTOTAL[9:0] - 10'd1)) ? 1'b1 : 1'b0;
        end
    end
    reg       r_shs_p1;  
    reg       r_chs_p1;  
    reg       r_svs_p1;  
    reg       r_cvs_p1;  
    reg       r_hsy_p1;  
    reg       r_vsy_p1;  
    always@(posedge CLK_i) begin : HV_SYNC_P1
        if (RST_i) begin
            r_hsy_p1 <= 1'b0;
            r_vsy_p1 <= 1'b0;
            r_shs_p1 <= 1'b0;
            r_chs_p1 <= 1'b0;
            r_svs_p1 <= 1'b0;
            r_cvs_p1 <= 1'b0;
        end
        else begin
            r_hsy_p1 <= (r_hsy_p1 | r_shs_p1) & ~r_chs_p1;
            if (r_shs_p1) begin
                r_vsy_p1 <= (r_vsy_p1 | r_svs_p1) & ~r_cvs_p1;
            end
            r_shs_p1 <= (r_hctr_p0 == (HS_STRT[9:0] - 10'd1)) ? 1'b1 : 1'b0;
            r_chs_p1 <= (r_hctr_p0 == (HS_STOP[9:0] - 10'd1)) ? 1'b1 : 1'b0;
            r_svs_p1 <= (r_vctr_p0 == VS_STRT[9:0]) ? 1'b1 : 1'b0;
            r_cvs_p1 <= (r_vctr_p0 == VS_STOP[9:0]) ? 1'b1 : 1'b0;
        end
    end
    reg       r_den_p1;  
    reg       r_vbl_p1;  
    reg       r_shb_p1;  
    reg       r_chb_p1;  
    reg       r_svb_p1;  
    reg       r_cvb_p1;  
    always@(posedge CLK_i) begin : DATA_ENA_P1
        if (RST_i) begin
            r_den_p1 <= 1'b0;
            r_vbl_p1 <= 1'b1;
            r_shb_p1 <= 1'b0;
            r_chb_p1 <= 1'b0;
            r_svb_p1 <= 1'b0;
            r_cvb_p1 <= 1'b0;
        end
        else begin
            r_den_p1 <= (r_den_p1 | (r_chb_p1 & ~r_vbl_p1)) & ~r_shb_p1;
            r_vbl_p1 <= (r_vbl_p1 | r_svb_p1) & ~r_cvb_p1;
            r_shb_p1 <= r_eol_p0;
            r_chb_p1 <= (r_hctr_p0 == (HBLANK[9:0] - 10'd1)) ? 1'b1 : 1'b0;
            if (r_eol_p0) begin
                r_svb_p1 <= r_eof_p0;
            end
            r_cvb_p1 <= (r_vctr_p0 == VBLANK[9:0]) ? 1'b1 : 1'b0;
        end
    end
    assign VID_HVD_o = { r_hsy_p1, r_vsy_p1, r_den_p1 };
endmodule
module video_starfield
(
    input        RST_i,
    input        CLK_i,
    input  [2:0] VID_HVD_i,
    output [7:0] VID_R_o,
    output [7:0] VID_G_o,
    output [7:0] VID_B_o,
    output [2:0] VID_HVD_o
);
    wire      w_hs_p0 = VID_HVD_i[2];
    wire      w_vs_p0 = VID_HVD_i[1];
    wire      w_de_p0 = VID_HVD_i[0];
    reg [9:0] r_hpos_p0;  
    reg [8:0] r_vpos_p0;  
    always@(posedge CLK_i) begin : HV_POS_P0
        if (RST_i) begin
            r_hpos_p0 <= 10'd0;
            r_vpos_p0 <=  9'd0;
        end
        else begin
            if (w_hs_p0) begin
                r_hpos_p0 <= 10'd0;
            end
            else if (w_de_p0) begin
                r_hpos_p0 <= r_hpos_p0 + 10'd1;
            end
            if (w_vs_p0) begin
                r_vpos_p0 <= 9'd0;
            end
            else if ((w_hs_p0) && (r_hpos_p0[9:4] != 6'd0)) begin
                r_vpos_p0 <= r_vpos_p0 + 9'd1;
            end
        end
    end
    reg         r_hs_p1;
    reg         r_vs_p1;
    reg         r_de_p1;
    reg         r_hs_p2;
    reg         r_vs_p2;
    reg         r_de_p2;
    always@(posedge CLK_i) begin : HVD_CTRL_P1_P2
        r_hs_p2 <= r_hs_p1;
        r_vs_p2 <= r_vs_p1;
        r_de_p2 <= r_de_p1;
        r_hs_p1 <= w_hs_p0;
        r_vs_p1 <= w_vs_p0;
        r_de_p1 <= w_de_p0;
    end
    wire [17:0] w_star_ram_q;
    wire [17:0] w_star_ram_data;
    wire [12:0] w_star_hpos;
    wire  [4:0] w_star_hinc;
    sp_ram_512x18b
    #(
        .INIT_FILE ("star_ram.mem")
    )
    U_star_ram
    (
        .clock     (CLK_i),
        .rden      (w_hs_p0 & r_hs_p1),
        .wren      (w_de_p0 & r_de_p1),
        .address   (r_vpos_p0),
        .data      (w_star_ram_data),
        .q         (w_star_ram_q)
    );
    assign w_star_hinc = w_star_ram_q[17:13];
    assign w_star_hpos = w_star_ram_q[12: 0];
    assign w_star_ram_data[17:13] = w_star_hinc;
    assign w_star_ram_data[12: 0] = w_star_hpos + { 8'b0, w_star_hinc };
    reg       r_star_on_p1;
    reg [4:0] r_star_luma_p2;
    always@(posedge CLK_i) begin : DISPLAY_STARS_P1_P2
        r_star_on_p1   <= (r_hpos_p0 == w_star_hpos[12:3]) ? w_de_p0 : 1'b0;
        r_star_luma_p2 <= (r_star_on_p1) ? w_star_hinc : 5'b0;
    end
    assign VID_R_o   = { r_star_luma_p2, 3'b0 };
    assign VID_G_o   = { r_star_luma_p2, 3'b0 };
    assign VID_B_o   = { r_star_luma_p2, 3'b0 };
    assign VID_HVD_o = { r_hs_p2, r_vs_p2, r_de_p2 };
endmodule
module video_top
(
    input        RST_i,
    input        CLK_i,
    output [7:0] VID_R_o,
    output [7:0] VID_G_o,
    output [7:0] VID_B_o,
    output [2:0] VID_HVD_o
);
wire [2:0] w_vid_hvd_gen;
video_gen U_video_gen
(
    .RST_i     (RST_i),
    .CLK_i     (CLK_i),
    .VID_HVD_o (w_vid_hvd_gen)
);
wire [7:0] w_vid_r_sf;
wire [7:0] w_vid_g_sf;
wire [7:0] w_vid_b_sf;
wire [2:0] w_vid_hvd_sf;
video_starfield U_video_starfield
(
    .RST_i     (RST_i),
    .CLK_i     (CLK_i),
    .VID_HVD_i (w_vid_hvd_gen),
    .VID_R_o   (w_vid_r_sf),
    .VID_G_o   (w_vid_g_sf),
    .VID_B_o   (w_vid_b_sf),
    .VID_HVD_o (w_vid_hvd_sf)
);
assign VID_R_o   = w_vid_r_sf;
assign VID_G_o   = w_vid_g_sf;
assign VID_B_o   = w_vid_b_sf;
assign VID_HVD_o = w_vid_hvd_sf;
endmodule
[flow/run.sh]
#!/bin/bash
# OpenROAD 26Q1-2900-gdf79404cd8, Yosys 0.63+post, stock flow scripts
make -C /OpenROAD-flow-scripts/flow DESIGN_CONFIG=/design/flow/config.mk WORK_HOME=/design/flow/orfs finish
==> job_summary.md <==
### Flow metrics

| Metric | Value |
|---|---|
| Result of the run | `complete, no violations` |
| CP max-delay cell | `clkdlybuf4s50_1` |
| Buffers on Ports | `19` |
| Ys cells | `16200` |
| Post-synthesis register bit count | `9317` |
| Top-area cell type share of the netlist area | `77.8%` |
| Hold WC Path Type | `flip-flop to flip-flop` |
| Clk buf depth | `5` |
| Startpoint types | `flip-flop` |
| Vias in the first global route | `188000` |
| Hold Path Stages | `0` |
| PD cells | `6.81 nW/um^2` |
| Dominant flop cell | `edfxtp_1` |
| Final hold violation count | `0` |
| Post-synth cell types | `75` |
| Max VDD drop | `0.00000592 V` |
| Avg Inst Size Synth | `22.0 um^2` |
| Core box area | `1190000 um^2` |
| Worst-Margin Slew | `1250 ps` |
| ANT nets after route | `0` |
| Crit-path max FO | `3` |
| Chip area in the Yosys report | `356000 um^2` |
| Tool warnings | `63` |
| Routed WL | `1040 mm` |
| Global-route wire length before repair | `1450 mm` |
| Fp util | `30.1%` |
| Worst-Skew Late Latency | `1220 ps` |
| Final worst slack | `212770 ps` |
| Most frequent cells after synthesis | `9234 x edfxtp_1, 2057 x mux4_2, 861 x mux2i_1` |
| Total die size | `1190000 um^2` |
| Count leader, synth | `edfxtp_1` |
| Resized cells post-CTS | `0` |
| EDFF count, synth | `9234` |
| DR WL/cell | `30.5 um` |
| Die X-Extent | `1.09 mm` |
| Max-Cap Viols | `0` |
| F_max | `17.9 MHz` |
| Synth Cell Area | `356000 um^2` |
| Worst path top cell family by delay | `buffers and inverters` |
| CP peak stage delay | `490 ps` |
| CP Buf/Inv Count | `1` |
| Cell count along the critical path | `1` |
| Worst Path Arrival | `2030 ps` |
| Vias per cell | `5.11` |
| Placed wire-length estimate | `651 mm` |
| Largest net degree at the start of global routing | `161` |
| Via count | `174000` |
| TritonCTS Buffers | `924` |
| Core Rows | `400` |
| Reg2reg setup slack | `260660 ps` |
| Worst Clk Skew | `120 ps` |
| TritonCTS clock tree | `done` |
| Post-place instance area | `383000 um^2` |
| Final min period | `55730 ps` |
| Static leakage | `122 nW` |
| Share of cells above drive strength 1 | `28.5%` |
| Sequential element share of the synthesized area | `78.3%` |
| Root buffer cell | `clkbuf_16` |
| Req. time, crit path | `214800 ps` |
| DR iter-0 viols | `12500` |
| Cell taking the most area after synthesis | `edfxtp_1` |
| CTS H-tree depth | `6` |
| Post-CTS setup buffer count | `0` |
| Cell count after synthesis | `16200` |
| Critical Path Sink Type | `output pin` |
| Cycle use final | `20.8%` |
| Area growth syn-to-layout | `15.5%` |
| GRT overflow | `0` |
| DR pass1 iterations | `6` |
| Post-synthesis async set-or-reset flop share | `0%` |
| Rel. slew slack | `16.1%` |
| Hold_buf cts | `0` |
| Die height | `1.09 mm` |
| Unrepaired setup endpoints after global routing | `no` |
| Global placement routability congestion | `0.949` |
| Clock Pin Slew Worst Setup and Hold Paths | `60 ps` |
| Synth warn | `0` |
| Number of setup violations in the final report | `0` |
| Post-route design area | `412000 um^2` |
| Ports | `29` |
| Initial antenna violation count | `86` |
| Setup CP Type | `flip-flop to output pin` |
| Clock Sinks | `9317` |
| Top cells, area | `edfxtp_1 78%, mux4_2 13%, mux2i_1 2.4%` |
| Crit-path cells | `clkdlybuf4s50_1` |
| Setup TNS | `0 ps` |
| Pre-CTS WS | `212950 ps` |
| R2R cell count | `11` |
| Fin. max-slew vios | `0` |
| Overall Global Routing Usage | `18.6%` |
| Remaining DRCs | `0` |
-- layout make-up --
class                   instances  area (um^2)
fillers                    108000       773000
flip-flops and latches       9317       279000
multi-input cells            5915        74200
clock buffers                1148        24200
well taps                   15700        19600
repair buffers               1317        10200
clock inverters               501         4110
diodes                        134          335
inverters                      21          100
-- logic make-up after synthesis --
logic type      after synthesis  share of synthesized area (%)
flops                      9317                           78.3
xor+xnor                     46                          0.113
compound gates             1516                           2.76
simple gates               1309                           1.67
mux                        3018                           15.7
other cells                   1                        0.00105
buf+inv                     978                           1.37
fa+ha+maj                    17                         0.0618
-- path summary, 6_finish.rpt --
kind / from / endpoint
setup reg to reg: U_video_starfield.r_vpos_p0[1]$_SDFFE_PP0P_ / U_video_starfield.U_star_ram.r_q_p1[12]$_DFFE_PP_
setup / recovery: U_video_starfield.r_star_luma_p2[1]$_SDFF_PN0_ / VID_B_o[4]
hold reg to reg: U_video_starfield.r_vs_p1$_DFF_P_ / U_video_starfield.r_vs_p2$_DFF_P_
hold / removal: U_video_starfield.r_vs_p1$_DFF_P_ / U_video_starfield.r_vs_p2$_DFF_P_
-- metal layers --
layer | up-vias | global-route usage [%] | wire, um
met3 | 2050 | 18.1 | 221000
met1 | 88100 | 17.9 | 297000
li1 | 71300 | - | -
met2 | 12400 | 26.0 | 457000
met5 | - | 4.44 | 5770
met4 | 124 | 7.74 | 56400
-- power by group --
part	switching [W]	internal [W]	leakage (nW)
registers	0.0000000456	0.00157	83.6
clock network	0.000538	0.000692	13.8
logic	0.000000248	0.000000115	25.0
-- metrics by stage --
step	total power [W]	util, %	cells	hold WS, ps
finish	0.00280	34.7	34000	335
global placement	0.00160	32.3	32200	322
detailed placement	0.00160	32.3	32200	326
global route	0.00287	34.7	34000	350
floorplan	0.00160	-	16200	310
CTS	0.00282	34.7	33900	340
-- cells in the final DEF, fill, tap and decap left out, drive strengths merged, types with 80 or more instances in the layout --
cell type | Yosys | final
nand3 | 100 | 100
mux2 | 100 | 100
a21oi | 270 | 270
edfxtp | 9234 | 9234
a22oi | 364 | 364
nand4 | 80 | 80
clkbuf | 329 | 1148
clkinv | 0 | 402
buf | 628 | 1298
nand2 | 222 | 222
o21ai | 274 | 274
diode | 0 | 134
o22ai | 318 | 318
mux4 | 2057 | 2057
mux2i | 861 | 861
nor2 | 663 | 663
dfxtp | 83 | 83
-- state kept, by name, indices dropped and copies added, names as in the netlist, 5 cells and up --
name and flops:
U_video_starfield.r_hpos_p0 10, U_video_gen.r_vctr_p0 10, U_video_starfield.U_star_ram.r_ram 9216, U_video_gen.r_hctr_p0 10
U_video_starfield.U_star_ram.r_q_p1 18, U_video_starfield.r_star_luma_p2 5, U_video_starfield.U_star_ram.q 18, U_video_starfield.r_vpos_p0 9
Power and IR drop assume default switching activity.
